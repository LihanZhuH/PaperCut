`./constraint.sdc`:
```
current_design ssdCtrl

set clk_period 3.6
set clk_io_pct 0.2

create_clock -name clk0 -period $clk_period [get_ports {CLK}]

set non_clock_inputs [all_inputs -no_clocks]
set_input_delay [expr $clk_period * $clk_io_pct] -clock clk0 $non_clock_inputs
set_output_delay [expr $clk_period * $clk_io_pct] -clock clk0 [all_outputs]
```
`./config.mk`:
```
export PLATFORM = sky130hd
export DESIGN_NAME = ssdCtrl
export DESIGN_NICKNAME = ssdCtrl
export VERILOG_FILES = /design/flow/design.v
export SDC_FILE = /design/flow/constraint.sdc
export NUM_CORES = 4
export LEC_CHECK = 1
export CORE_UTILIZATION = 40
```
`./run.sh`:
```
#!/bin/bash
# OpenROAD 26Q1-2900-gdf79404cd8, Yosys 0.63+post, stock flow scripts
make -C /OpenROAD-flow-scripts/flow DESIGN_CONFIG=/design/flow/config.mk WORK_HOME=/design/flow/orfs finish
```
`./design.v`:
```
`timescale 1ns / 1ps
module Binary_To_BCD(
			CLK,
			RST,
			START,
			BIN,
			BCDOUT
	);
			input CLK;						 
			input RST;						 
			input START;					 
			input [9:0] BIN;				 
			output [15:0] BCDOUT;		 
			reg [15:0] BCDOUT = 16'h0000;		 
			reg [4:0] shiftCount = 5'b00000;	 
			reg [27:0] tmpSR;						 
			reg [2:0] STATE = Idle;				 
			parameter [2:0] Idle = 3'b000,
								 Init = 3'b001,
								 Shift = 3'b011,
								 Check = 3'b010,
								 Done = 3'b110;
			always @(posedge CLK) begin
					if(RST == 1'b1) begin
							BCDOUT <= 16'h0000;
							tmpSR <= 28'h0000000;
							STATE <= Idle;
					end
					else begin
							case (STATE)
									Idle : begin
											BCDOUT <= BCDOUT;								 	 
											tmpSR <= 28'h0000000;							 
											if(START == 1'b1) begin
													STATE <= Init;
											end
											else begin
													STATE <= Idle;
											end
									end
									Init : begin
											BCDOUT <= BCDOUT;									 
											tmpSR <= {18'b000000000000000000, BIN};	 
											STATE <= Shift;
									end
									Shift : begin
											BCDOUT <= BCDOUT;							 
											tmpSR <= {tmpSR[26:0], 1'b0};			 
											shiftCount <= shiftCount + 1'b1;		 
											STATE <= Check;							 
									end
									Check : begin
											BCDOUT <= BCDOUT;							 
											if(shiftCount != 5'd12) begin
													if(tmpSR[27:24] >= 3'd5) begin
															tmpSR[27:24] <= tmpSR[27:24] + 2'd3;
													end
													if(tmpSR[23:20] >= 3'd5) begin
															tmpSR[23:20] <= tmpSR[23:20] + 2'd3;
													end
													if(tmpSR[19:16] >= 3'd5) begin
															tmpSR[19:16] <= tmpSR[19:16] + 2'd3;
													end
													if(tmpSR[15:12] >= 3'd5) begin
															tmpSR[15:12] <= tmpSR[15:12] + 2'd3;
													end
													STATE <= Shift;	 
											end
											else begin
													STATE <= Done;
											end
									end
									Done : begin
											BCDOUT <= tmpSR[27:12];	 
											tmpSR <= 28'h0000000;	 
											shiftCount <= 5'b00000;  
											STATE <= Idle;
									end
							endcase
					end
			end
endmodule
`timescale 1ns / 1ps
module ssdCtrl(
		CLK,
		RST,
		DIN,
		AN,
		SEG
   );
			input CLK;						 
			input RST;						 
			input [9:0] DIN;				 
			output [3:0] AN;				 
			output [6:0] SEG;				 
			reg [3:0] AN = 4'hF;
			reg [6:0] SEG = 7'b0000000;
			parameter cntEndVal = 16'hC350;
			reg [15:0] clkCount = 16'h0000;
			reg DCLK;
			reg [1:0] CNT = 2'b00;
			wire [15:0] bcdData;
			reg [3:0] muxData;
			Binary_To_BCD BtoBCD(
					.CLK(CLK),
					.RST(RST),
					.START(DCLK),
					.BIN(DIN),
					.BCDOUT(bcdData)
			);
			always @(CNT[1], CNT[0], bcdData, RST) begin
					if(RST == 1'b1) begin
							muxData <= 4'b0000;
					end
					else begin
							case (CNT)
									2'b00 : muxData <= bcdData[3:0];
									2'b01 : muxData <= bcdData[7:4];
									2'b10 : muxData <= bcdData[11:8];
									2'b11 : muxData <= bcdData[15:12];
							endcase
					end
			end
			always @(posedge DCLK) begin
					if(RST == 1'b1) begin
							SEG <= 7'b1000000;
					end
					else begin
							case (muxData)
									4'h0 : SEG <= 7'b1000000;   
									4'h1 : SEG <= 7'b1111001;   
									4'h2 : SEG <= 7'b0100100;   
									4'h3 : SEG <= 7'b0110000;   
									4'h4 : SEG <= 7'b0011001;   
									4'h5 : SEG <= 7'b0010010;   
									4'h6 : SEG <= 7'b0000010;   
									4'h7 : SEG <= 7'b1111000;   
									4'h8 : SEG <= 7'b0000000;   
									4'h9 : SEG <= 7'b0010000;   
									default : SEG <= 7'b1000000;
							endcase
					end
			end
			always @(posedge DCLK) begin
					if(RST == 1'b1) begin
							AN <= 4'b0000;
					end
					else begin
							case (CNT)
									4'h0 : AN <= 7'b1110;   
									4'h1 : AN <= 7'b1101;   
									4'h2 : AN <= 7'b1011;   
									4'h3 : AN <= 7'b0111;   
									default : AN <= 4'b1111;
							endcase
					end
			end	
			always @(posedge DCLK) begin
					CNT <= CNT + 1'b1;
			end
			always @(posedge CLK) begin
							if(clkCount == cntEndVal) begin
									DCLK <= 1'b1;
									clkCount <= 16'h0000;
							end
							else begin
									DCLK <= 1'b0;
									clkCount <= clkCount + 1'b1;
							end
			end
endmodule
```
==> flow_summary.ini <==
; implementation run metrics
[route]
routed_wl_um = 7970
vias = 3121
via_per_inst = 5.18
first_pass_iters = 6
drtAntennaViolNets = 0
drc = 0
n_antenna_cell = 0
drt_iter0_markers = 176
routedWlPerCell_um = 13.2

[logic_synthesis]
yosys_cells = 449
synth.area.top_cells = dfxtp_1 (40%), nor2_1 (6.9%), ha_1 (6.8%)
seq_area_frac_synth = 0.437
flop_cell = dfxtp_1
ys.flops = 82
postSynthAreaPerCell_um2 = 8.62
async_flop_share = 0
synthCells = 449
yosys_warnings = 2
synth.most_common_cell = dfxtp_1
edf_count = 5
netlist_top_cells_count = dfxtp_1 (77), nor2_1 (71), nand2_1 (61)
syn_area_um2 = 3870
netlist.area_leader.share = 0.398
yosys.area.top_type = dfxtp_1
synthDistinctLibCells = 45
yosys_area_um2 = 3870

[grt]
grt_pass1_vias = 2923
grt_first_pass_wirelength_um = 14000
grt_max_degree = 46
grt_use_total = 0.176
antenna_found_initial = 0
grt.overflow.total = 0

[die]
die-area_um2 = 10100
core_um2 = 9330
dieHeight_um = 100
dieWidth_um = 100
initCoreUtil = 0.415
num_rows = 35
io_pins = 23

[status]
status = finished clean

[critical_path]
worstSetupStartpointType = register
rr_worst_depth = 4
cp.arrival_ns = 2.30
path_class = reg -> reg
cp.required_ns = 3.86
cp_slowest_cell = nand2_1
r2r_slack_ns = 1.55
setup.worst_path.start = BtoBCD.STATE[0]$_SDFFE_PP0P_
cp_top_family = simple AND/OR/NAND/NOR gates
end_kind = register
crit_buf_inv = 0
slowest_delay_ns = 0.59
crit_fanout = 21
crit_chain = and2b_2, nand2_1, o221ai_1, a211oi_1
r2r_end = BtoBCD.tmpSR[14]$_SDFFE_PP0P_
r2r_start = BtoBCD.STATE[0]$_SDFFE_PP0P_

[final_timing]
setup_viol = 0
tightest_slew_ns = 0.787
slew_headroom = 0.474
unclocked_pins = 13
finalWorstSetupSlack_ns = 1.55
fmax_ghz = 0.489
fin_crit_sh = 0.568
hold_ws_ns = 0.459
unconstrained_endpoints = 24
fin_setup_tns_ns = 0
final_max_slew_viol_count = 0
fin_skew_ns = 0.0102
hold_viol = 0
final.min_clock_period_ns = 2.05
rsz0062_at_grt = false

[cells_and_area]
layoutNonFillerInstCount = 602
syn_to_final_growth_pct = 14.1
final_layout_size_suffix_gt1_frac = 0.0740

[clock_network]
tritoncts = yes
clk_latency_ns = 0.35
htreeDepth = 3
cts_resized = 0
cts_buffers = 9
cts_max_path_buffers = 2
clkTransAtPathRegs_ns = 0.07
cts_setup_buffers = 0
clockRootBuffer = clkbuf_8
ctsHoldBuffers = 0

[min_path]
hold_class = reg -> reg
min_path_cells = 2
min_to = BtoBCD.BCDOUT[0]$_SDFFE_PP0P_
min_from = BtoBCD.BCDOUT[0]$_SDFFE_PP0P_

[job]
cap_viol_max_count = 0
tool_warnings = 38

[place]
pre_cts_slack_ns = 1.41
port_buffers = 22
dp.cells = 586
dp_hpwl_um = 5370
globalplace.congestion = 0.819

[power]
vdd_drop_max_uv = 192
powerDensity_nw_per_um2 = 384
p_leak_nw = 1.63
worst min-delay path: stages, from the launching register on:
cell     delay (ns)
dfxtp_1        0.31
nand2_1        0.05
a21oi_1        0.05
through the flow:
| step | power (mW) | instance area (um^2) | util |
|---|---|---|---|
| after global routing | 1.79 | 4420 | 0.473 |
| after CTS | 1.71 | 4420 | 0.473 |
| after detailed placement | 1.02 | 4190 | 0.449 |
| after floorplan | 0.977 | 3870 | - |
| final | 1.70 | 4420 | 0.473 |
| after global placement | 1.02 | 4190 | 0.449 |
state kept, by name, indices dropped and copies added (netlist names):
name,count
clkCount,16
BtoBCD.STATE,3
DCLK,1
BtoBCD.BCDOUT,16
SEG,7
AN,4
BtoBCD.tmpSR,28
CNT,2
BtoBCD.shiftCount,5
final cells by class:
cell class / count / area [um^2]
flip-flops and latches: 82 / 1690
fillers: 887 / 4910
repair buffers: 27 / 258
inverters: 29 / 109
clock buffers: 9 / 124
clock inverters: 7 / 98.8
multi-input cells: 319 / 1970
well taps: 129 / 161
metal layers:
metal / GRT usage / vias to the layer above / wire length [um]
li1: - / 1608 / -
met1: 0.272 / 1457 / 4070
met2: 0.272 / 50 / 3540
met3: 0.0269 / 6 / 262
met4: 0.0279 / 0 / 94
met5: 0 / - / 0
how the worst max path moves through the flow:
stage                          endpoint  cells after the start
6_report  BtoBCD.tmpSR[14]$_SDFFE_PP0P_                      4
5_1_grt   BtoBCD.tmpSR[15]$_SDFFE_PP0P_                      5
4_1_cts   BtoBCD.tmpSR[15]$_SDFFE_PP0P_                      5
kinds of logic after synthesis:
family,synth area share
fa+ha+maj,0.0679
buf+inv,0.0533
simple gates,0.192
xor+xnor,0.0452
mux,0.00259
compound gates,0.202
flops,0.437
power breakdown:
part	internal, mW	switching, mW	total [mW]	leakage, nW
Sequential	0.793	0.0334	0.827	0.668
Clock	0.392	0.301	0.693	0.106
Combinational	0.0719	0.105	0.176	0.860
cells in the final DEF, fill, tap and decap left out, drive strengths merged, types with 5 or more instances in the layout:
cell,instances
a211oi,20
a21oi,27
a22oi,16
a311oi,8
buf,5
clkbuf,9
clkdlybuf4s50,22
dfxtp,77
edfxtp,5
ha,21
inv,30
nand2,61
nand3,6
nand4,5
nor2,73
nor2b,5
o21ai,15
xnor2,13
xor2,7
No activity file was given, so power comes from the tool's default toggle rates.
